[/design/flow/design.v]
module ALU_DESIGN #(parameter DW = 8, CW = 4)(INP_VALID,OPA,OPB,CIN,CLK,RST,CMD,CE,MODE,COUT,OFLOW,RES,G,E,L,ERR);
  input [DW-1:0] OPA,OPB;
  input CLK,RST,CE,MODE,CIN;
  input [CW-1:0] CMD;
  input [1:0] INP_VALID;
  output reg [DW:0] RES = 9'bz;
  output reg COUT = 1'bz;
  output reg OFLOW = 1'bz;
  output reg G = 1'bz;
  output reg E = 1'bz;
  output reg L = 1'bz;
  output reg ERR = 1'bz;
  reg [DW-1:0] OPA_1, OPB_1;
  reg [DW-1:0] oprd1, oprd2;
  reg [3:0] CMD_tmp;
  reg [DW-1:0] AU_out_tmp1,AU_out_tmp2 ;
  reg [4:0] wait_counter;
  reg oprd1_valid, oprd2_valid;
  always @ (posedge CLK) begin
      if(RST) begin
        oprd1<=0;
        oprd2<=0;
        CMD_tmp<=0;
        wait_counter<=0;
        oprd1_valid<=0;
        oprd2_valid<=0;
      end
      else if (INP_VALID==2'b01)  begin    
        oprd1<=OPA;
        CMD_tmp<=CMD;
        oprd1_valid<=1;
        wait_counter<=0;
        if(oprd2_valid && wait_counter >= 16) begin
          ERR <= 1'b1;
        end
      end
      else if (INP_VALID==2'b10)  begin    
        oprd2<=OPB;
        CMD_tmp<=CMD;
        oprd2_valid<=1;
        wait_counter<=0;
        if(oprd1_valid && wait_counter >= 16) begin
          ERR <= 1'b1;
        end
      end
      else if (INP_VALID==2'b11)  begin    
        oprd1<=OPA;
        oprd2<=OPB;
        CMD_tmp<=CMD;
        oprd1_valid<=1;
        oprd2_valid<=1;
        wait_counter<=0;
      end
      else begin    
        if((oprd1_valid && !oprd2_valid) || (!oprd1_valid && oprd2_valid)) begin
          if(wait_counter < 16) begin
            wait_counter <= wait_counter + 1;
          end else begin
            wait_counter <= 16;
          end
        end
      end
    end
    always@(posedge CLK)
      begin
       if(CE)                   
        begin
         if(RST)                
          begin
            RES=9'bzzzzzzzzz;
            COUT=1'bz;
            OFLOW=1'bz;
            G=1'bz;
            E=1'bz;
            L=1'bz;
            ERR=1'bz;
            AU_out_tmp1=0;
            AU_out_tmp2=0;
          end
         else if(MODE && oprd1_valid && oprd2_valid)          
         begin
           RES=9'bzzzzzzzzz;
           COUT=1'bz;
           OFLOW=1'bz;
           G=1'bz;
           E=1'bz;
           L=1'bz;
           ERR=1'bz;
          case(CMD_tmp)             
    4'b0000:                   begin             
              RES=oprd1+oprd2;
              COUT=RES[8]?1:0;
            end
      4'b0001 :                begin
             OFLOW=(oprd1<oprd2)?1:0;
             RES=oprd1-oprd2;
            end
           4'h2:            
            begin
             RES=oprd1+oprd2+CIN;
             COUT=RES[8]?1:0;
            end
           4'b0011:             
           begin
            OFLOW=(oprd1<oprd2)?1:0;
            RES=oprd1-oprd2-CIN;
           end
           4'b0100:RES=oprd1+1;    
           4'b0101:RES=oprd1-1;    
           4'b0110:RES=oprd2+1;    
           4'b0111:RES=oprd2-1;    
           4'b1000:              
           begin
            RES=9'bzzzzzzzzz;
            if(oprd1==oprd2)
             begin
               E=1'b1;
               G=1'bz;
               L=1'bz;
             end
            else if(oprd1>oprd2)
             begin
               E=1'bz;
               G=1'b1;
               L=1'bz;
             end
            else 
             begin
               E=1'bz;
               G=1'bz;
               L=1'b1;
             end
           end
	   4'b1001: begin   
                    AU_out_tmp1 <= oprd1 + 1;
                    AU_out_tmp2 <= oprd2 + 1;
                    RES <=AU_out_tmp1 * AU_out_tmp2;
                  end
           4'b1010: begin   
                    AU_out_tmp1 <= oprd1 << 1;
                    AU_out_tmp2 <= oprd2;
                    RES <=AU_out_tmp1 * AU_out_tmp2; 
                  end
           default:   
            begin
            RES=9'bzzzzzzzzz;
            COUT=1'bz;
            OFLOW=1'bz;
            G=1'bz;
            E=1'bz;
            L=1'bz;
            ERR=1'bz;
           end
          endcase
         end
        else if(!MODE && oprd1_valid && oprd2_valid)          
        begin 
           RES=9'bzzzzzzzzz;
           COUT=1'bz;
           OFLOW=1'bz;
           G=1'bz;
           E=1'bz;
           L=1'bz;
           ERR=1'bz;
           case(CMD_tmp)    
             4'b0000:RES={1'b0,oprd1&oprd2};     
             4'b0001:RES={1'b0,~(oprd1&oprd2)};  
             4'b0010:RES={1'b0,oprd1|oprd2};     
             4'b0011:RES={1'b0,~(oprd1|oprd2)};  
             4'b0100:RES={1'b0,oprd1^oprd2};     
             4'b0101:RES={1'b0,~(oprd1^oprd2)};  
             4'b0110:RES={1'b0,~oprd1};        
             4'b0111:RES={1'b0,~oprd2};        
             4'b1000:RES={1'b0,oprd1>>1};      
             4'b1001:RES={1'b0,oprd1<<1};      
             4'b1010:RES={1'b0,oprd2>>1};      
             4'b1011:RES={1'b0,oprd2<<1};     
             4'b1100:                        
             begin
               if(oprd2[0])
                 OPA_1 = {oprd1[6:0], oprd1[7]};
               else
                 OPA_1 = oprd1;
               if(oprd2[1])
                 OPB_1 =  {OPA_1[5:0], OPA_1[7:6]}; 
               else
                 OPB_1= OPA_1;
               if(oprd2[2])
                 RES =  {OPB_1[3:0], OPB_1[7:4]} ;
               else
                 RES = OPB_1;
               if(oprd2[4] | oprd2[5] | oprd2[6] | oprd2[7])
                 ERR=1'b1;
             end
             4'b1101:                        
             begin
               if(oprd2[0])
                 OPA_1 = {oprd1[0], oprd1[7:1]};
               else
                 OPA_1 = oprd1;
               if(oprd2[1])
                 OPB_1 =  {OPA_1[1:0], OPA_1[7:2]}; 
               else
                 OPB_1= OPA_1;
               if(oprd2[2])
                 RES =  {OPB_1[3:0], OPB_1[7:4]} ;
               else
                 RES = OPB_1;
               if(oprd2[4] | oprd2[5] | oprd2[6] | oprd2[7])
                 ERR=1'b0;
             end
             default:   
               begin
               RES=9'bzzzzzzzzz;
               COUT=1'bz;
               OFLOW=1'bz;
               G=1'bz;
               E=1'bz;
               L=1'bz;
               ERR=1'bz;
               end
          endcase
     end
    end
   end
endmodule
[/design/flow/run.sh]
#!/bin/bash
# OpenROAD 26Q1-2900-gdf79404cd8, Yosys 0.63+post, stock flow scripts
make -C /OpenROAD-flow-scripts/flow DESIGN_CONFIG=/design/flow/config.mk WORK_HOME=/design/flow/orfs finish
[/design/flow/config.mk]
export PLATFORM = sky130hd
export DESIGN_NAME = ALU_DESIGN
export DESIGN_NICKNAME = ALU_DESIGN
export VERILOG_FILES = /design/flow/design.v
export SDC_FILE = /design/flow/constraint.sdc
export NUM_CORES = 4
export LEC_CHECK = 1
export CORE_UTILIZATION = 50
[/design/flow/constraint.sdc]
current_design ALU_DESIGN

set clk_period 6.0
set clk_io_pct 0.2

create_clock -name clk0 -period $clk_period [get_ports {CLK}]

set non_clock_inputs [all_inputs -no_clocks]
set_input_delay [expr $clk_period * $clk_io_pct] -clock clk0 $non_clock_inputs
set_output_delay [expr $clk_period * $clk_io_pct] -clock clk0 [all_outputs]
==> results.txt <==
The flow run is done. Per STA, the startpoint of the critical path is AU_out_tmp2[2]. Summed over all nets, the half-perimeter wirelength after detailed placement is approximately 17 mm. The number of warnings reported in the stage logs is approximately 41. Met3 routed wirelength landed at 2.53 mm. In this run the core area contains ~42 standard-cell rows.

The worst hold path begins at oprd2_valid. Final critical path time including I/O delays and setup landed at between 4 and 5 ns. Via count of the first global-routing pass landed at a little over 6000.

Setup repair after global routing left no endpoint under its margin. Count of final setup violators landed at 0. VDD sags by at most 0.000134 V. Data required time of the worst path landed at 6.01 ns. The biggest area contributor in the post-synthesis netlist is edfxtp_1. For this run, the register share of the synthesized area comes to 0.184. Synthesized area landed at between 6000 and 7000 um^2. In this run the clock root is driven by a clkbuf_16.

Top achievable clock speed landed at ~230 MHz. The highest layer touched by signal routing is met5. Cell total in the yosys stat output landed at between 800 and 900. Length of routed wiring on met1 landed at 9.75 mm. Number of synthesized register bits landed at 49.

The warning tally printed by Yosys for this design is approximately 52. The count of nets left with antenna violations once routing finished came out at 0. Sorting the synthesis cell report by count puts at the top nor2_1. Yosys reported that registers with async set or reset make up 0. TritonCTS built the clock tree.

Max-capacitance violation count landed at 0. On the worst setup and hold paths after CTS, the clock-pin slew comes to approximately 0.080 ns. Area growth from synthesis to layout landed at 8.97%. The final antenna diode tally reported by the flow is 0. At the floorplan stage, the core utilization is reported as 0.513. Max-slew headroom at the worst pin landed at 0.316.

For this design the static power due to leakage is 2.83 nW. Summed negative setup slack over all endpoints landed at 0 ns. By count the netlist is led by 100 x nor2_1, 69 x a21oi_1, 68 x nand2_1. Cell area after layout landed at around 7400 um^2. The clock reaches the later pin of the worst-skew pair after 0.30 ns.

The area fraction of the largest cell type after synthesis is 0.119. Post-layout period usage of the worst path landed at 0.738. The chip occupies ~14000 um^2. Vias per cell landed at roughly 6.3.

Summing over every cut layer, the via total after detailed routing is between 6000 and 7000. In the post-synthesis netlist, the biggest area contributors are edfxtp_1 12%, ha_1 8.8%, dfxtp_1 6.5%. Max fanout on the critical path was recorded as 7. The critical path in this run is classified as register to register. Counting every sink on the clock net gives 49.

The first global-routing pass estimated approximately 35 mm of wire. Per the log, the first TritonRoute iteration ended with a DRC count of 888. Final hold violation count landed at 0. Count of flip-flops with a built-in enable after synthesis landed at 27. The run finished with clean final reports.

The number of antenna violations at the first check in global routing came to 1. Mean area per synthesized cell landed at ~7.7 um^2. After clock tree synthesis, the flow added hold-fix buffers numbering 0. Once the clock tree was built, the resizer swapped 0 gates to a different size. Looking at the clock tree report, the H-tree level count equals 2. First-pass detailed-route iteration total landed at 6. Counting along the longest clock path gives a buffer depth of 2. STA classifies the critical path startpoint as a register.

For this run, the chip area from Yosys synthesis comes to between 6000 and 7000 um^2. Buffers inserted during post-CTS setup optimization landed at 0. Entering global routing, the biggest net connects approximately 57 pins. The buffer_ports step reported a buffer count of 37. Per the detail_route report, routed wire per instance is between 20 and 25 um. Post-place instance area landed at 7250 um^2. Share of final-layout standard cells stronger than drive strength 1 landed at 0.0642. After filler insertion, the fill cell instance count of the layout stands at roughly 1200.

In the synthesized netlist the dominant register cell turns out to be edfxtp_1. Total CTS buffers landed at 5. Routability-driven placement congestion ratio landed at 1.01. Floorplan die height landed at roughly 120 um. In the global route stage, overall resource usage came out at 0.341. Note that the worst hold path type here is register to register. For the pin with the worst max-slew slack, the measured transition is between 1 and 1.5 ns. The number of different library cells used by synthesis comes to roughly 80.

Per the timing report, the most critical flop-to-flop path originates at AU_out_tmp2[2]. Post-synthesis cell count landed at between 800 and 900. The worst setup path is captured at a register. The final layout contains routed wiring with a total length of about 23 mm.

The DRC violation total left in the routed layout is recorded as 0. The total overflow left after global routing is 0. The data arrival time reported for the critical path is 4.44 ns. In this run the horizontal extent of the chip is roughly 120 um.

Worst clock skew on the final layout landed at between 0.01 and 0.015 ns. Pin placement for this block handled ~42 I/O pins. Per the final report, max-transition violations number 0. Length of routed met2 wiring landed at 9.76 mm. In this run the power density over the cells is 180 nW/um^2. Floorplan core area landed at about 13000 um^2.
-- state kept, by name, summed over array words and instances, names as in the netlist --
register     count
AU_out_tmp1      8
AU_out_tmp2      8
COUT             1
oprd2_valid      1
RES              9
oprd1_valid      1
OFLOW            1
oprd1            8
CMD_tmp          4
oprd2            8
-- final timing paths --
kind / cells after the start / to / slack, ns
setup / recovery: 15 / RES[8] / 1.57
hold / removal: 2 / oprd2_valid / 0.52
setup reg to reg: 15 / RES[8] / 1.57
hold reg to reg: 2 / oprd2_valid / 0.52
-- per-stage QoR --
step           hold WS (ns)  total power [mW]  cells  utilization  setup slack (ns)
5_1_grt               0.552              1.41   1064        0.559              1.36
2_1_floorplan         0.477             0.848    888            -              1.85
3_5_place_dp          0.514              1.02   1056        0.548              1.56
3_3_place_gp          0.499              1.02   1056        0.548              1.63
4_1_cts               0.527              1.32   1064        0.559              1.56
6_report              0.522              1.33   1064        0.559              1.57
-- worst max-delay path, cell delays in order, from the launching register on --
cell and delay, ns:
edfxtp_1 0.49, nand2_1 0.12, fa_1 0.46, fa_1 0.54
inv_1 0.06, fa_1 0.54, inv_1 0.06, fa_1 0.43
xor2_1 0.16, xnor2_1 0.13, xnor2_1 0.25, xnor2_2 0.14
xnor2_1 0.10, a221o_1 0.33, o31ai_2 0.24, a221oi_2 0.08
-- kinds of logic (layout without fill, tap and decap cells) --
group                      Yosys count  after routing  synth area share
adders and majority gates           68             68             0.147
buffers and inverters              122            122            0.0742
xor gates and xnor gates            63             63            0.0865
and+or+nand+nor                    294            294             0.205
DFF                                 49             49             0.184
muxes                               35             35            0.0560
AOI/OAI and AO/OA                  253            253             0.247
other                                1              4          0.000552
-- layout make-up --
type	count	area (um^2)	share of cell area
Sequential cell	49	1250	0.169
Timing Repair Buffer	55	505	0.0683
Clock buffer	5	125	0.0169
Clock inverter	3	28.8	0.00389
Multi-Input combinational cell	717	5050	0.682
Inverter	59	221	0.0299
Tap cell	176	220	0.0297
-- report_power, final --
group / internal, mW / switching, mW / leakage, nW
Sequential: 0.378 / 0.0227 / 0.442
Clock: 0.160 / 0.137 / 0.0763
Combinational: 0.253 / 0.380 / 2.31
-- placed cells by master, fill, tap and decap left out, types with 20 or more instances in the layout --
| cell | n |
|---|---|
| nand3_1 | 31 |
| nor3_1 | 25 |
| ha_1 | 48 |
| nand2_1 | 68 |
| o21ai_0 | 54 |
| nor2_1 | 100 |
| inv_1 | 58 |
| mux2i_1 | 29 |
| edfxtp_1 | 27 |
| fa_1 | 20 |
| a21oi_1 | 69 |
| xnor2_1 | 46 |
| dfxtp_1 | 21 |
| clkdlybuf4s50_1 | 37 |
-- routing by layer --
layer  track usage  vias up
met4        0.0910        2
met2         0.490      432
met5             0        -
met3        0.0694       78
li1              -     3158
met1         0.531     3086
Power is estimated from default activity; no workload was simulated.
